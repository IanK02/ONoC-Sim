==> flow/design.v <==
package packet_pkg;
  typedef struct packed {
    logic [15:0]  src;         
    logic [15:0]  dst;         
    logic [31:0] data;        
    logic [31:0] timestamp;   
    logic        valid;       
  } packet_t;
endpackage
module token_passing_arbiter #(parameter N = 4)(
    input  logic clk,
    input  logic rst,
    input  logic [N-1:0] request,
    input  logic [N-1:0] done,
    output logic [N-1:0] grant
);
    logic [$clog2(N)-1:0] token_owner;
    always_ff @(posedge clk or posedge rst) begin
        if (rst)
            token_owner <= 0;
        else if (done[token_owner])
            token_owner <= (token_owner + 1) % N;
    end
    always_comb begin
        grant = '0;
        grant[token_owner] = 1;
    end
endmodule
==> flow/run.sh <==
#!/bin/bash
# OpenROAD 26Q1-2900-gdf79404cd8, Yosys 0.63+post, stock flow scripts
make -C /OpenROAD-flow-scripts/flow DESIGN_CONFIG=/design/flow/config.mk WORK_HOME=/design/flow/orfs finish
==> flow/config.mk <==
export PLATFORM = sky130hd
export DESIGN_NAME = token_passing_arbiter
export DESIGN_NICKNAME = token_passing_arbiter
export VERILOG_FILES = /design/flow/design.v
export SDC_FILE = /design/flow/constraint.sdc
export NUM_CORES = 4
export LEC_CHECK = 1
export CORE_AREA = 10 10 70 70
export DIE_AREA = 0 0 80 80
==> flow/constraint.sdc <==
current_design token_passing_arbiter

set clk_period 1.9
set clk_io_pct 0.2

create_clock -name clk0 -period $clk_period [get_ports {clk}]

set non_clock_inputs [all_inputs -no_clocks]
set_input_delay [expr $clk_period * $clk_io_pct] -clock clk0 $non_clock_inputs
set_output_delay [expr $clk_period * $clk_io_pct] -clock clk0 [all_outputs]
==> impl_metrics.yaml <==
# generated from flow reports
outcome:
  status: "completed"
worst_setup_path:
  slowest_stage: "clkdlybuf4s50_1"
  crit_chain: "inv_1 > ha_1 > clkdlybuf4s50_1"
  worst-path-buf-inv: 2
  cp-end-kind: "output pin"
  reg2reg_depth: 4
  r2r_slack_ns: 0.74
  critPathArrivalTime_ns: 1.37
  criticalPathCategory: "flop to output pin"
  cp_top_family: "buffers and inverters"
  crit_cells: 3
  worstSetupEndpoint: "grant[2]"
  critPathLaunch: "token_owner[0]"
  crit_path_start_kind: "flop"
  cp.required_ns: 1.52
  max_stage_delay_ns: 0.46
  cp_max_fo: 9
  r2r-start: "token_owner[0]"
  reg2reg_to: "token_owner[1]"
detailed_routing:
  post_drt_wl_per_cell_um: 6.740
  drt_iter0_drc: 5
  routed_wl_um: 519
  route.detailed.drc: 0
  via_per_inst: 2.130
  diodes: 0
  drtAntennaViolNets: 0
  dr_total_vias: 164
  firstDrtPassIters: 2
cells_and_area:
  area_growth_pct: 96.48
  largest_register_ffs: 2
  registers.top_by_ff_count: "token_owner"
  reg_top3: "token_owner: 2 flops"
  drive_gt1_frac: 0.2258
  postLayoutCellArea_um2: 349.1
worst_hold_path:
  hp-class: "input port to asynchronous set/reset pin"
synthesis:
  synth_cells: 19
  ff_type: "dfrtp_1"
  edf_count: 0
  syn_area_um2: 177.7
  async_flop_share: 1.000
  ys_seq_frac: 0.2817
  yosysTopAreaCell: "dfrtp_1"
  synth_warnings: 1
  yosysChipArea_um2: 177.7
  common_cells: "ha_1 (4), inv_1 (3), dfrtp_1 (2), nand2_1 (2), o21ai_0 (2)"
  ys_cells: 19
  ys_ff: 2
  ys_types: 11
  synth_top_area_share: 0.2817
  synth_area_per_cell_um2: 9.351
  top_cell: "ha_1"
  synthTopCellsByArea: "dfrtp_1 (28%), ha_1 (28%), mux2_4 (8.5%), inv_1 (6.3%), o21ai_0 (5.6%)"
global_route:
  track_usage: 0.01666
  first_global_vias: 170
  grt_pass1_wl_um: 807
  gr-total-overflow: 0
  grt_use_met2: 0.02006
  met3_usage: 0.01932
  use_met1: 0.01724
  busiest_layer: "met2"
  antenna_found_initial: 0
  grt_max_degree: 10
run:
  tool_warnings: 32
  max-cap-violations: 0
final_timing:
  slew_viol_final: 0
  relSlewSlack: 0.8728
  setup_viol_count_final: 0
  rsz0062_at_grt: "no"
  max_freq_mhz: 571.7
  skew_ns: 0.002008
  finalCritPeriodShare: 0.9206
  worst_slew_pin_slew_ns: 0.1908
  finalHoldViolations: 0
  fin_tns_setup_ns: 0
  period_needed_ns: 1.749
  holdWs_ns: 0.3183
floorplanning:
  num_rows: 21
  die_x_um: 80
  dieArea_um2: 6400
  core_um2: 3416
  fp_util: 0.05201
  die_h_um: 80
  ios: 14
clock_tree:
  cts_resized: 0
  cts_buffers: 3
  cts_hold_buf: 0
  cts_setup_buffers: 0
  clkTransAtPathRegs_ns: 0.03
  cts_buffer_depth: 2
  root_buffer: "clkbuf_4"
  cts.sinks: 2
  clk_latency_ns: 0.22
  cts_tree: "yes"
  htree_levels: 1
placed_design:
  gp_congestion: 0.7560
  placed_area_um2: 325.3
  io_buffers: 9
pwr:
  power_density_nw_per_um2: 1236
  peakVddDrop_mv: 0.1860
  leakage_uw: 0.0001411
-- stage by stage --
step | total power [µW] | setup slack [ns] | cells | util
after floorplan | 204.5 | 0.7776 | 19 | -
after global placement | 331.0 | 0.3547 | 74 | 0.09524
after detailed placement | 343.8 | 0.3211 | 74 | 0.09524
after CTS | 445.3 | 0.07527 | 77 | 0.1018
after global routing | 486.4 | 0.05831 | 77 | 0.1022
final | 431.6 | 0.1509 | 77 | 0.1022
-- kinds of logic after synthesis --
logic type / after synthesis / synth area share
simple gates: 4 / 0.1127
compound gates: 5 / 0.1761
buf+inv: 3 / 0.06338
fa+ha+maj: 4 / 0.2817
flops: 2 / 0.2817
mux: 1 / 0.08448
-- final cells by class --
type,count,area (µm²)
multi-input cells,14,116.4
fillers,406,3067
repair buffers,9,90.09
well taps,46,57.56
clock buffers,3,22.52
flip-flops and latches,2,51.30
inverters,3,11.26
-- metal layers --
layer,share of wire,routed length (µm)
met5,0,0
met4,0,0
met3,0.20,103
met2,0.39,203
met1,0.41,213
-- power by group --
part | leakage [µW] | switching (µW) | internal, µW
registers | 0.0000226 | 43.0 | 68.6
clock network | 0.0000138 | 22.8 | 69.6
logic | 0.000105 | 79.2 | 148
-- worst min path at each step --
| stage | endpoint | slack, ns |
|---|---|---|
| CTS | token_owner[0] | 0.31 |
| global route | token_owner[0] | 0.32 |
| finish | token_owner[0] | 0.32 |
-- worst reg2reg max path, delay by kind of cell, from the launching register on --
kind,cells,cell delay [ns]
simple gates,1,0.07
compound gates,1,0.14
buf+inv,1,0.08
flops,1,0.43
fa+ha+maj,1,0.32
-- layout by cell type (no fill, tap or decap), drive strengths merged --
master	count
clkdlybuf4s50	9
dfrtp	2
nor2	1
nand2b	1
inv	3
clkbuf	3
o21ai	2
ha	4
mux2	1
a21oi	2
o211ai	1
nand2	2
Power and IR drop assume default switching activity.
